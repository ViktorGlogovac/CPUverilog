--- ./run.sh ---
#!/bin/bash
# OpenROAD 26Q1-2900-gdf79404cd8, Yosys 0.63+post, stock flow scripts
make -C /OpenROAD-flow-scripts/flow DESIGN_CONFIG=/design/flow/config.mk WORK_HOME=/design/flow/orfs finish
--- ./config.mk ---
export PLATFORM = sky130hd
export DESIGN_NAME = lab3
export DESIGN_NICKNAME = lab3
export VERILOG_FILES = /design/flow/design.v
export SDC_FILE = /design/flow/constraint.sdc
export NUM_CORES = 4
export LEC_CHECK = 1
export CORE_AREA = 10 10 92 92
export DIE_AREA = 0 0 102 102
--- ./constraint.sdc ---
current_design lab3

set clk_period 1.5
set clk_io_pct 0.2

create_clock -name clk0 -period $clk_period [get_ports {KEY}]

set non_clock_inputs [all_inputs -no_clocks]
set_input_delay [expr $clk_period * $clk_io_pct] -clock clk0 $non_clock_inputs
set_output_delay [expr $clk_period * $clk_io_pct] -clock clk0 [all_outputs]
--- ./design.v ---
module lab3(input [9:0] SW, input [3:0] KEY,
            output [6:0] HEX0, output [6:0] HEX1, output [6:0] HEX2,
            output [6:0] HEX3, output [6:0] HEX4, output [6:0] HEX5,
            output [9:0] LEDR);
    wire clk = ~KEY[0];  
    wire rst_n = KEY[3];  
    reg [6:0] dig0, dig1, dig2, dig3, dig4, dig5;
    assign {HEX0, HEX1, HEX2, HEX3, HEX4, HEX5} = {dig0, dig1, dig2, dig3, dig4, dig5};
    enum reg[3:0] {
        N = 4'b0, SIX = 4'b0001, SIX_2 = 4'b0010, SEVEN = 4'b0011, THREE = 4'b0100, NINE = 4'b0101, OPEN = 4'b0110,
        DC1 = 4'b0111, DC2 = 4'b1000, DC3 = 4'b1001, DC4 = 4'b1010, DC5 = 4'b1011, CLOSED = 4'b1100} r_state;
    always_ff @(posedge clk) begin
        if(~rst_n) begin
            r_state <= N;
        end else begin 
            casex (r_state)
                N : casex (SW)
                    10'bxxxxxx0110 : r_state <= SIX;
                    default : r_state <= DC1;
                    endcase
                SIX : casex (SW)
                    10'bxxxxxx0110 : r_state <= SIX_2;
                    default : r_state <= DC2;
                    endcase
                SIX_2 : casex (SW)
                    10'bxxxxxx0111 : r_state <= SEVEN;
                    default : r_state <= DC3;
                    endcase
                SEVEN : casex(SW)
                    10'bxxxxxx0011 : r_state <= THREE;
                    default : r_state <= DC4;
                    endcase
                THREE : casex(SW)
                    10'bxxxxxx1001 : r_state <= NINE;
                    default : r_state <= DC5;
                    endcase
                NINE : casex(SW)
                    10'bxxxxxx0000 : r_state <= OPEN;
                    default : r_state <= CLOSED;
                    endcase
                OPEN : r_state <= OPEN;
                CLOSED : r_state <= CLOSED;
                DC1 : r_state <= DC2;
                DC2 : r_state <= DC3;
                DC3 : r_state <= DC4;
                DC4 : r_state <= DC5;
                DC5 : r_state <= CLOSED;
            endcase
        end
    end
    always @(*) begin
        case (r_state)
            OPEN:   begin
                    dig0 = 7'b1001000;  
                    dig1 = 7'b0001100;  
                    dig2 = 7'b0000110;  
                    dig3 = 7'b1000000;  
                    dig4 = 7'b1111111;  
                    dig5 = 7'b1111111;  
                    end
            CLOSED: begin 
                    dig0 = 7'b0010001;
                    dig1 = 7'b0000110;
                    dig2 = 7'b0010010;
                    dig3 = 7'b1000000;
                    dig4 = 7'b0011100;  
                    dig5 = 7'b1000110;
                    end
            default: case(SW)
            10'b0000000000 : begin 
                            dig0 = 7'b1000000;  
                            dig1 = 7'b1111111;  
                            dig2 = 7'b1111111;  
                            dig3 = 7'b1111111;  
                            dig4 = 7'b1111111;  
                            dig5 = 7'b1111111;  
                            end
            10'b0000000001 : begin
                            dig0 = 7'b1001111;  
                            dig1 = 7'b1111111;  
                            dig2 = 7'b1111111;  
                            dig3 = 7'b1111111;  
                            dig4 = 7'b1111111;  
                            dig5 = 7'b1111111;  
                            end
            10'b0000000010 : begin
                            dig0 = 7'b0100100;  
                            dig1 = 7'b1111111;  
                            dig2 = 7'b1111111;  
                            dig3 = 7'b1111111;  
                            dig4 = 7'b1111111;  
                            dig5 = 7'b1111111;  
                            end
            10'b0000000011 : begin
                            dig0 = 7'b0110000;  
                            dig1 = 7'b1111111;  
                            dig2 = 7'b1111111;  
                            dig3 = 7'b1111111;  
                            dig4 = 7'b1111111;  
                            dig5 = 7'b1111111;  
                            end
            10'b0000000100 : begin
                            dig0 = 7'b0011001;  
                            dig1 = 7'b1111111;  
                            dig2 = 7'b1111111;  
                            dig3 = 7'b1111111;  
                            dig4 = 7'b1111111;  
                            dig5 = 7'b1111111;  
                            end
            10'b0000000101 : begin
                            dig0 = 7'b0010010;  
                            dig1 = 7'b1111111;  
                            dig2 = 7'b1111111;  
                            dig3 = 7'b1111111;  
                            dig4 = 7'b1111111;  
                            dig5 = 7'b1111111;  
                            end
            10'b0000000110 : begin
                            dig0 = 7'b0000010;  
                            dig1 = 7'b1111111;  
                            dig2 = 7'b1111111;  
                            dig3 = 7'b1111111;  
                            dig4 = 7'b1111111;  
                            dig5 = 7'b1111111;  
                            end
            10'b0000000111 : begin
                            dig0 = 7'b1111000;  
                            dig1 = 7'b1111111;  
                            dig2 = 7'b1111111;  
                            dig3 = 7'b1111111;  
                            dig4 = 7'b1111111;  
                            dig5 = 7'b1111111;  
                            end
            10'b0000001000 : begin
                            dig0 = 7'b0000000;  
                            dig1 = 7'b1111111;  
                            dig2 = 7'b1111111;  
                            dig3 = 7'b1111111;  
                            dig4 = 7'b1111111;  
                            dig5 = 7'b1111111;  
                            end
            10'b0000001001 : begin
                            dig0 = 7'b0010000;  
                            dig1 = 7'b1111111;  
                            dig2 = 7'b1111111;  
                            dig3 = 7'b1111111;  
                            dig4 = 7'b1111111;  
                            dig5 = 7'b1111111;  
                            end
            default : begin
                            dig0 = 7'b0101111; 
                            dig1 = 7'b0100011; 
                            dig2 = 7'b0101111; 
                            dig3 = 7'b0101111; 
                            dig4 = 7'b0000110; 
                            dig5 = 7'b1111111; 
                        end
            endcase       
        endcase
    end
endmodule: lab3
==> reports/results.ini <==
[run_status]
outcome=complete, but fails checks
violations=setup timing

[floorplan]
rows=29
ios=66
fp_util_pct=16.1
fp.dieH_um=102
die_w_um=102
core-area_um2=6460
die-area_um2=10400

[synth]
ys_sh_simple_pct=16.7
logic_family=buffers and inverters
synth.most_common_cell=buf_4
ys_warn_count=11
avgSynthCellArea_um2=8.34
synthDistinctLibCells=33
synth.area.top_cells=buf_4, dfxtp_1, ha_1, clkbuf_8, a21boi_0
synthMuxAreaShare_pct=0.960
synthArstFlopShare_pct=0
synth_top_area_share_pct=26.7
ys_seq_share_pct=25.0
ys_sh_adder_pct=4.80
synth-main-ff-cell=dfxtp_1
top_cells_by_count=buf_4, dfxtp_1, nand2_1, nor2_1, inv_1
syn_area_um2=1040
ys_area_um2=1040
synth_cells=125
ys_sh_aoi_pct=17.3
yosys_cells=125
ys_sh_xor_pct=0
edf_count=0
synth_area_leader_cell=buf_4
ys_ff=13

[pwr]
leakage_nw=1.01
p_per_area_nw_per_um2=742
ir_drop_v=0.000766

[critical_path]
r2r_start=r_state[6]$_DFF_N_
critical_path_peak_fanout=6
arrival_ns=2.00
r2r_setup_slack_ns=0.58
worstSetupStartpointType=flip-flop
required_ns=1.20
critical_path.startpoint=r_state[3]$_DFF_N_
path_class=reg -> out
worstSetupEndpointType=output pin

[final_layout]
fill_cells=620
regArea_um2=268
layout-drive-gt1-share_pct=61.2
area_delta_synth_final_pct=102
reg_top3=r_state: 13 flops
design_area_um2=2110
max_flop_register=r_state
comb_area_um2=654
largest_register_ffs=13

[detailed_routing]
routedWlPerCell_um=11.7
firstDrtPassIters=4
vias_per_cell=3.77
drc=0
ant_nets=0
antenna-diode-count=0
initialDrtViolationCount=50
wirelength_um=3350
vias=1077

[sta]
setup_ws_ns=-0.797
rsz0062_at_grt=true
finalSetupViolations=46
hold_violations=0
skew_ns=0.0161
maxSlewViolCount=0

[place]
routabilityCongestion=0.759
post-place-ws_ns=-1.01
dp_hpwl_um=2410
portBuffers=47
placed_area_um2=1560

[global_routing]
grt_pass1_wl_um=5540
grt_usage_pct=6.51
grt_max_degree=8
grt_overflow=0
grt_pass1_vias=1311
grt_antenna_before_repair=0

[job]
tool_warnings=119
maxCapViolations=0

[clock_network]
clock_sinks=13
path_clk_slew_ns=0.04
cts_tree=yes
hold_buffers=0
clkLatencyLatePin_ns=0.30

[min_path]
hp-class=clk -> reg
worstHoldStart=KEY[3]

-- through the flow --
step           hold WS [ns]  power (mW)  TNS, ns  util, %  std cells
2_1_floorplan         0.299       0.595   -11.83        -        138
3_3_place_gp          0.112       0.579   -40.68     24.2        240
3_5_place_dp          0.112       0.578   -41.25     24.2        240
4_1_cts              0.0735        1.70   -28.75     32.0        287
5_1_grt              0.0590        1.82   -29.90     32.6        286
6_report             0.0647        1.56   -26.91     32.6        286
-- final cells by class --
cell class | count | share of cell area, %
flip-flops and latches | 13 | 12.7
inverters | 5 | 1.84
clock buffers | 10 | 6.54
multi-input cells | 76 | 31.1
well taps | 77 | 4.58
clock inverters | 19 | 4.04
repair buffers | 86 | 39.2
-- logic make-up after synthesis --
family                     after synthesis
other                                    2
AOI/OAI and AO/OA                       25
muxes                                    1
and+or+nand+nor                         31
buffers and inverters                   49
adders and majority gates                4
DFF                                     13
-- worst paths after layout --
| check | endpoint | depth (start not counted) |
|---|---|---|
| worst max-delay path | HEX0[3] | 4 |
| worst min-delay path | r_state[3]$_DFF_N_ | 3 |
| worst max register to register | r_state[6]$_DFF_N_ | 5 |
| worst min register to register | r_state[1]$_DFF_N_ | 2 |
-- repair_timing --
action	in CTS	in global routing
pin swaps	20	13
hold endpoints to repair	0	0
cloned	1	0
gates resized	202	14
buffers inserted	19	2
setup endpoints to repair	59	57
-- critical path: stages (launching register included) --
cell	delay, ns
dfxtp_4	0.40
nor2_4	0.05
o21a_1	0.11
a221o_1	0.28
buf_2	0.12
-- per-layer routing --
metal	up-vias	track usage [%]	part of all wire, %
met1	476	6.31	40
li1	539	-	-
met3	2	6.00	14
met2	60	9.09	45
met5	-	0	0
met4	0	3.69	0.33
-- cells in the final DEF (no fill, tap or decap), types with 2 or more instances in the layout --
cell type	instances
buf_6	42
inv_1	19
buf_4	17
buf_2	16
conb_1	15
dfxtp_1	11
clkbuf_8	10
clkdlybuf4s50_1	6
nor2_1	5
nand2_1	5
o21a_1	4
a21boi_2	4
ha_4	4
nor2_4	3
a21oi_1	3
buf_8	3
o21ai_2	2
nand2_2	2
and4_1	2
and3_4	2
nand3b_1	2
and3_1	2
o21ai_0	2
a31o_4	2
buf_12	2
dfxtp_4	2
-- power by group --
group	total, mW	switching, mW	internal [mW]
combinational	0.166	0.0727	0.0938
sequential	0.348	0.00000000000000448	0.348
clock	1.05	0.312	0.735
total	1.56	0.385	1.18
Power and IR drop assume default switching activity.
